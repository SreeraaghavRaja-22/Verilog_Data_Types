<file path="flow/run.sh">
#!/bin/bash
# OpenROAD 26Q1-2900-gdf79404cd8, Yosys 0.63+post, stock flow scripts
make -C /OpenROAD-flow-scripts/flow DESIGN_CONFIG=/design/flow/config.mk WORK_HOME=/design/flow/orfs finish
</file>
<file path="flow/config.mk">
export PLATFORM = sky130hd
export DESIGN_NAME = fifo_sync
export DESIGN_NICKNAME = fifo_sync
export VERILOG_FILES = /design/flow/design.v
export SDC_FILE = /design/flow/constraint.sdc
export NUM_CORES = 4
export LEC_CHECK = 1
export CORE_UTILIZATION = 50
</file>
<file path="flow/constraint.sdc">
current_design fifo_sync

set clk_period 7.5
set clk_io_pct 0.2

create_clock -name clk0 -period $clk_period [get_ports {clk}]

set non_clock_inputs [all_inputs -no_clocks]
set_input_delay [expr $clk_period * $clk_io_pct] -clock clk0 $non_clock_inputs
set_output_delay [expr $clk_period * $clk_io_pct] -clock clk0 [all_outputs]
</file>
<file path="flow/design.v">
module fifo_sync
#(
    parameter FIFO_DEPTH = 8, 
    parameter DATA_WIDTH = 32)
(
    input clk, 
    input rst_n, 
    input cs, 
    input wr_en, 
    input rd_en, 
    input [DATA_WIDTH-1:0] data_in, 
    output reg [DATA_WIDTH-1:0] data_out,
    output empty, 
    output full
);
    localparam [DATA_WIDTH-1:0] FIFO_DEPTH_LOG = $clog2(FIFO_DEPTH);
    reg [DATA_WIDTH-1:0] fifo [0:FIFO_DEPTH-1];
    reg [FIFO_DEPTH_LOG:0] write_pointer; 
    reg [FIFO_DEPTH_LOG:0] read_pointer; 
    always @(posedge clk or negedge rst_n) begin 
        if(!rst_n) begin
            write_pointer <= 0; 
        end else if(cs & wr_en && !full) begin
            write_pointer <= write_pointer + 1'b1; 
        end 
    end
    always @(posedge clk or negedge rst_n) begin 
        if(!rst_n) begin
            read_pointer <= 0; 
        end else if(cs & rd_en && !empty) begin
            read_pointer <= read_pointer + 1'b1; 
        end 
    end
    assign empty = (read_pointer == write_pointer);
    assign full = (read_pointer == {~write_pointer[FIFO_DEPTH_LOG], write_pointer[FIFO_DEPTH_LOG-1:0]});
    always @(posedge clk) begin 
        if(cs && wr_en && !full) begin 
            fifo[write_pointer[FIFO_DEPTH_LOG-1:0]] <= data_in; 
        end 
    end
    always @(posedge clk or negedge rst_n) begin 
        if(!rst_n) begin
            data_out <= 0; 
        end else if(cs && rd_en && !empty) begin
            data_out <= fifo[read_pointer[FIFO_DEPTH_LOG-1:0]];
        end 
    end
endmodule
</file>
==> qor.txt <==
post-DP HPWL -> 10670 um
Antenna Nets Post-Route -> 0
Tmin final -> 3.796 ns
Clk Tree Root Cell -> clkbuf_16
fin. max-slew vios -> 0
share of the synthesized area in the top cell type -> 68.49%
Port-buffer cells -> 70
1st-iter DRT viols -> 259
Post-synth EDFFs -> 256
Seq cells post-synth -> 296
setup_tns -> 0 ns
Post-synth mux share -> 15.90%
RSZ-0062 raised after global routing -> false
max-cap violations -> 0
Resize count post-CTS -> 0
first-pass GRT wire length -> 31300 um
Yosys Chip Area -> 11220 um^2
Least-Margin Pin Slew -> 0.7786 ns
Comb area -> 2405 um^2
Die Ht -> 151.8 um
synthesized netlist cell count -> 525
GRT Total Usage -> 20.15%
Synth area leader -> edfxtp_1
FFs w/ async S/R, synth -> 13.51%
Syn-to-layout area delta -> 18.06%
Adder Share, Synth -> 0.2230%
Netlist Area Pre-Place -> 11220 um^2
IO Pins -> 71
placer congestion estimate -> 0.7625
Clock Sink Count -> 296
Yosys Warn Count -> 1
largest net degree at the start of global routing -> 69
worst hold path class -> register to register
count leader, synth -> edfxtp_1
vias in the first global route -> 5702
Mean Syn Cell Area -> 21.38 um^2
P per Cell Area -> 368.3 nW/um^2
DRC viols -> 0
worst slack at placement -> 3.499 ns
Leak -> 4.398 nW
Post-Route WL -> 19960 um
Post-synth top cells -> 256 x edfxtp_1, 64 x mux4_2, 40 x dfrtp_1, 37 x nor2_1
CORE AREA -> 21890 um^2
Clock Path Buffers -> 3
slowest CP cell -> dfrtp_2
Worst EP required -> 6.00 ns
Congestion Overflow GR -> 0
clock slew at reported path FFs -> 0.06 ns
n_diodes -> 0
area fraction in compound gates -> 1.717%
filler instances -> 1541
main flop type -> edfxtp_1
hold_buf cts -> 0
share of layout cells above drive strength 1 -> 22.17%
status -> finished, final reports clean
crit path kind -> register to primary output
Cell Type Count -> 22
Yosys Instances -> 525
CTS tree -> done
Setup Fix Bufs, Post-CTS -> 0
Num CTS Buffers -> 30
DR WL/cell -> 21.79 um
DIE AREA -> 23050 um^2
yosys xor share -> 1.137%
peak supply drop -> 0.2275 mV
FP Rows -> 54
critical path, cell by cell -> xnor2_2 > nand2_1 > nor3_1 > clkdlybuf4s50_1
Worst Skew -> 0.01713 ns
critical path arrival -> 2.30 ns
Log Warnings -> 25
Late-Pin Clk Latency -> 0.55 ns
Die Width -> 151.8 um
Critical Path Max Stage Delay -> 0.78 ns
Simple-Gate Area Share -> 1.929%
H-tree levels -> 1
Starting Density -> 51.27%
Via Count -> 5146
post-synthesis sequential area ratio -> 77.41%
via density per instance -> 5.618
register area -> 8695 um^2
Total Power -> 0.004880 W
drt first pass iters -> 4
initial antenna violation count -> 0
count of final setup violators -> 0
fin crit share -> 50.61%
FMAX -> 0.2635 GHz
Critical Path End Type -> primary output
Post-synth area hogs -> edfxtp_1 68%, mux4_2 13%, dfrtp_1 8.9%
crit path max fanout -> 25
Relative slew margins -> 48.09%
Top logic family -> multiplexers
endpoints failing hold -> 0
startpoint types -> register
min setup slack post-route -> 3.704 ns
[critical path: cells and delay by family (launching register included)]
family                 cells  cell delay [ns]
flip-flops                 1             0.78
buffers and inverters      1             0.49
AND/OR/NAND/NOR            2             0.25
XOR/XNOR                   1             0.24
[cell families after synthesis]
logic type               after synthesis
flip-flops                           296
multiplexers                          98
AND/OR/NAND/NOR                       53
AND-OR/OR-AND                         34
buffers and inverters                 30
XOR/XNOR                              12
adder cells (fa/ha/maj)                2
[cell usage in the layout (no fill, tap or decap), drive strengths merged]
master	Yosys	final
a21oi	32	32
buf	27	16
nand2b	3	3
clkbuf	2	40
clkinv	0	12
dfrtp	40	40
nor2	37	37
bufinv	0	3
a41oi	2	2
mux4	64	64
nor3	4	4
mux2i	32	32
xnor2	8	8
clkinvlp	0	1
ha	2	2
nand4	2	2
edfxtp	256	256
nand2	7	7
mux2	2	2
xor2	4	4
clkdlybuf4s50	0	69
[per-stage QoR]
stage	utilization, %	instances	hold WS (ns)	cell area, um^2
after global placement	56.01	861	0.5081	12260
after floorplan	-	525	0.4703	11220
after global routing	60.53	916	0.5515	13250
final	60.53	916	0.5262	13250
after CTS	60.53	916	0.5337	13250
after detailed placement	56.01	861	0.5197	12260
[cell type report]
class | count | share of cell area [%]
flip-flops and latches | 296 | 65.62
multi-input cells | 199 | 18.15
clock buffers | 40 | 6.251
repair buffers | 85 | 6.100
well taps | 280 | 2.644
clock inverters | 15 | 1.209
inverters | 1 | 0.02833
[path summary, 6_finish.rpt]
check                                 from         endpoint  slack, ns  cells after the start
setup / recovery           read_pointer[1]             full       3.70                      4
hold / removal                data_out[24]     data_out[24]       0.53                      2
setup reg to reg           read_pointer[1]       fifo[3][6]       4.55                      5
hold reg to reg               data_out[24]     data_out[24]       0.53                      2
max in group asynchronous            rst_n  read_pointer[0]       5.98                      2
min in group asynchronous            rst_n     data_out[21]       1.05                      2
[routing by layer]
| layer | wire (um) | up-vias | part of all wire (%) | global-route usage (%) |
|---|---|---|---|---|
| met5 | 0 | - | 0 | 0 |
| met4 | 367 | 0 | 1.8 | 3.381 |
| met3 | 2824 | 33 | 14 | 13.51 |
| met2 | 9018 | 299 | 45 | 27.51 |
| met1 | 7746 | 2518 | 39 | 31.48 |
| li1 | - | 2296 | - | - |
[registers in the layout, indices dropped and copies added, names as in the netlist]
name	count
read_pointer	4
data_out	32
fifo	256
write_pointer	4
[report_power, final]
group          internal, W  leakage (nW)  switching, W  total, W
sequential         0.00202          2.75      0.000157   0.00218
clock             0.000875         0.487      0.000584   0.00146
combinational     0.000678          1.16      0.000566   0.00124
Power figures rest on the tool's default switching activity, not on a simulated workload.
