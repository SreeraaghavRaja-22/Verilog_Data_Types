`flow/run.sh`:
```
#!/bin/bash
# OpenROAD 26Q1-2900-gdf79404cd8, Yosys 0.63+post, stock flow scripts
make -C /OpenROAD-flow-scripts/flow DESIGN_CONFIG=/design/flow/config.mk WORK_HOME=/design/flow/orfs finish
```
`flow/config.mk`:
```
export PLATFORM = sky130hd
export DESIGN_NAME = ram_sp_async_read
export DESIGN_NICKNAME = ram_sp_async_read
export VERILOG_FILES = /design/flow/design.v
export SDC_FILE = /design/flow/constraint.sdc
export NUM_CORES = 4
export LEC_CHECK = 1
export CORE_UTILIZATION = 40
```
`flow/constraint.sdc`:
```
current_design ram_sp_async_read

set clk_period 2.3
set clk_io_pct 0.2

create_clock -name clk0 -period $clk_period [get_ports {clk}]

set non_clock_inputs [all_inputs -no_clocks]
set_input_delay [expr $clk_period * $clk_io_pct] -clock clk0 $non_clock_inputs
set_output_delay [expr $clk_period * $clk_io_pct] -clock clk0 [all_outputs]
```
`flow/design.v`:
```
module ram_sp_async_read(
    input clk, 
    input [7:0] data_in,     
    input [3:0] address,     
    input write_en,          
    output [7:0] data_out    
);
    reg [7:0] ram [0:15];  
    always @(posedge clk) begin 
        if(write_en) begin 
            ram[address] <= data_in; 
        end
    end
    assign data_out = ram[address];
endmodule
```
==> impl_metrics.tcl <==
# metrics dict for downstream scripts
set metrics [dict create \
    synthSimpleGateAreaFrac_pct 3.31 \
    drcViolationCount 0 \
    yosysTopAreaCellShare_pct 78.3 \
    drt_iter0_drc 85 \
    grt_usage_pct 18.4 \
    post-dp-hpwl_mm 6.09 \
    min-delay-start "address[0]" \
    drive_above_1_share_pct 38.2 \
    yosys_warnings 1 \
    overflow 0 \
    cp.arrival_ps 1790 \
    core_um2 12000 \
    path_clk_slew_ps 50 \
    slew_violations 0 \
    startpoint_type "flop" \
    cp_cell_sequence "mux4_2 > a22oi_2 > nand2_1 > dlygate4sd2_1" \
    rows 40 \
    tns_ps 0 \
    fillCellCount 888 \
    finalPower_w 0.00556 \
    via_count 2375 \
    layout.cells.most_common "edfxtp_1" \
    period_needed_ps 2250 \
    htree_levels 4 \
    fp_util_pct 41.0 \
    die-area_um2 12700 \
    postSynthAreaPerCell_um2 22.1 \
    ys_sh_adder_pct 0 \
    grt_pass1_vias 2635 \
    aoi_share_pct 2.45 \
    syn_inst 222 \
    rsz0062_at_grt "true" \
    setup_viol 0 \
    slowest_delay_ps 480 \
    critPathLaunch "ram[11][2]" \
    comb_area_um2 1090 \
    ys.flop_type "edfxtp_1" \
    antenna_found_initial 0 \
    netlist-cell-type-count 17 \
    status "completed" \
    dr.pass1.iters 4 \
    path_max_fanout 1 \
    top_logic_kind "multiplexers" \
    top_regs "ram: 128 flops" \
    numCtsBuffers 17 \
    cp-end-kind "primary output" \
    antenna-diode-count 0 \
    edf_count 128 \
    largest_register_ffs 128 \
    routed_wl_mm 9.81 \
    final-hold-violation-count 0 \
    yosys-stat-area_um2 4910 \
    cp_slowest_cell "mux4_2" \
    cap_violations 0 \
    clkSinkCount 128 \
    synthMuxAreaShare_pct 14.7 \
    die_h_um 113 \
    top_area_cell "edfxtp_1" \
    grt_max_degree 21 \
    num_io_pins 22 \
    grt_pass1_wl_mm 15.2 \
    ys_seq_share_pct 78.3 \
    yosys-top-cells-area "edfxtp_1, mux4_2, a22oi_1" \
    warnings 27 \
    pre_cts_ws_ps -462 \
    async_flop_share_pct 0 \
    tightest_slew_ps 622 \
    p_leak_nw 2.05 \
    criticalPathCategory "flop to primary output" \
    power_density_nw_per_um2 890 \
    synthesis.area_um2 4910 \
    cp.required_ps 1840 \
    mostFrequentLayoutCells "edfxtp_1, mux4_2, buf_4" \
    portBuffers 21 \
    fmax_ghz 0.444 \
    yosysCellCount 222 \
    largest-register "ram" \
    route.antenna.remaining_nets 0 \
    fin_crit_sh_pct 98.0 \
    fin_ws_ps 45.7 \
    dieWidth_um 113 \
    root_buffer "clkbuf_16" \
    hp-class "input port to flop" \
    flop_area_um2 3840 \
    slew_headroom_pct 58.4 \
    routabilityCongestion 0.743 \
    ys_seq_elements 128 \
    clockBufferDepth 2 \
    syn_to_final_growth_pct 27.2 \
    ir_drop_v 0.000406 \
    vias_per_cell 5.36 \
    tritoncts "built" \
    xor_share_pct 0 \
    detail_route.wl_per_cell_um 22.1 \
    final_core_util_pct 52.2 \
]
[logic make-up after synthesis]
| logic type | Yosys count |
|---|---|
| muxes | 32 |
| AOI/OAI and AO/OA | 16 |
| DFF | 128 |
| buffers and inverters | 11 |
| and+or+nand+nor | 35 |
[layout make-up]
type | instances | share of cell area, %
tap | 147 | 2.95
clock inverter | 12 | 2.28
sequential | 128 | 61.6
clock buffer | 20 | 6.99
timing repair buffer | 53 | 8.74
multi-input combinational | 83 | 17.5
[where the power goes]
part | switching, W | internal (W) | total (W)
Clock | 0.000915 | 0.00169 | 0.00260
Sequential | 0.00000930 | 0.00262 | 0.00263
Combinational | 0.000161 | 0.000166 | 0.000327
[per-stage QoR]
step | area [um2] | cells | hold WS [ps]
floorplan | 4910 | 222 | 559
global placement | 5490 | 407 | 1410
detailed placement | 5490 | 407 | 1410
CTS | 6210 | 443 | 857
global route | 6240 | 443 | 895
finish | 6240 | 443 | 873
[cells in the mapped netlist, types with 2 or more instances]
cell and n:
nor2_1 13, buf_2 2, buf_1 4, clkbuf_1 2, nand2b_1 2, mux4_2 32, nor3_1 4, a22oi_1 16
nor2b_1 2, buf_6 2, nand3b_1 2, edfxtp_1 128, nand2_1 9
[worst max-delay path: cells and delay by family (launching register included)]
kind | cells | cell delay (ps)
muxes | 1 | 480
DFF | 1 | 360
AOI/OAI and AO/OA | 1 | 240
buffers and inverters | 1 | 240
and+or+nand+nor | 1 | 70
[what timing repair did]
item | 4_1_cts | 5_1_grt
hold buffers | 0 | 0
resized | 33 | 15
cloned | 2 | 0
buffers inserted | 2 | 0
setup endpoints to repair | 8 | 8
pin swaps | 15 | 12
[final timing paths]
kind,end,cells past startpoint
setup / recovery,data_out[2],4
hold / removal,ram[4][2],5
[metal layers]
| layer | routed length, um | GRT usage, % | up-vias |
|---|---|---|---|
| met5 | 0 | 0 | - |
| met3 | 881 | 9.22 | 8 |
| met2 | 5100 | 28.9 | 104 |
| met4 | 95 | 2.04 | 0 |
| li1 | - | - | 1059 |
| met1 | 3740 | 26.5 | 1204 |
No activity file was given, so power comes from the tool's default toggle rates.
