`flow/design.v`:
```
module ram_sp_sync_read(
    input clk, 
    input [7:0] data_in, 
    input [3:0] address, 
    input write_en, 
    output [7:0] data_out
);
    reg [7:0] ram [0:15];
    reg [3:0] addr_buff;  
    always @(posedge clk) begin 
        if(write_en) begin 
            ram[address] <= data_in;
        end 
        addr_buff <= address; 
    end
    assign data_out = ram[addr_buff];
endmodule 
```
`flow/run.sh`:
```
#!/bin/bash
# OpenROAD 26Q1-2900-gdf79404cd8, Yosys 0.63+post, stock flow scripts
make -C /OpenROAD-flow-scripts/flow DESIGN_CONFIG=/design/flow/config.mk WORK_HOME=/design/flow/orfs finish
```
`flow/config.mk`:
```
export PLATFORM = sky130hd
export DESIGN_NAME = ram_sp_sync_read
export DESIGN_NICKNAME = ram_sp_sync_read
export VERILOG_FILES = /design/flow/design.v
export SDC_FILE = /design/flow/constraint.sdc
export NUM_CORES = 4
export LEC_CHECK = 1
export CORE_UTILIZATION = 30
```
`flow/constraint.sdc`:
```
current_design ram_sp_sync_read

set clk_period 3.8
set clk_io_pct 0.2

create_clock -name clk0 -period $clk_period [get_ports {clk}]

set non_clock_inputs [all_inputs -no_clocks]
set_input_delay [expr $clk_period * $clk_io_pct] -clock clk0 $non_clock_inputs
set_output_delay [expr $clk_period * $clk_io_pct] -clock clk0 [all_outputs]
```
==> changes_impl.md <==
### Implementation results

* Stage-log warning count at 25
* CP arrival at 2.59 ns
* Clk sinks at 132
* Antenna viol nets, final at 0
* Yosys cell count at 225
* RSZ-0062 raised after global routing: no
* Critical Path Max Stage Delay at 0.55 ns
* Antenna cell count at 0
* DR DRC count at 0
* Placer Congestion at 0.7835
* Vias in the first global route at 2548
* Largest net degree at the start of global routing at 33
* DR pass1 iterations at 4
* Die Area at 17410 um^2
* Leak at 2.016 nW
* CTS clock-pin slew for the worst setup and hold paths at 0.06 ns
* Crit. End Element: output pin
* Die X at 132.0 um
* Mean Syn Cell Area at 22.52 um^2
* Vias at 2396
* Final Max Slew Viols at 0
* Cell Pwr Density at 553.8 nW/um^2
* Max reg flops at 128
* Mapped Cells at 225
* Crit-path leading delay family: buffers and inverters
* Wire length per cell at 19.38 um
* Yosys chip area at 5067 um^2
* Biggest regs: ram (128)
* IO Port Bufs at 21
* FMAX at 0.2989 GHz
* Final-report hold violation count at 0
* Post-CTS Setup Inserts at 0
* Hold buffers post-CTS at 0
* Synth cell types at 19
* Resized cells post-CTS at 0
* WP data required at 3.04 ns
* HP Class: primary input to flip-flop
* Row count at 47
* Synth flops at 132
* Root Driver: clkbuf_16
* Ports at 22
* TritonCTS buffer count at 17
* Slew @ Worst Pin at 0.8705 ns
* GRT overflow at 0
* Sum Neg Setup Slack at 0 ns
* Max-Cap Viols at 0
* VDD IR-drop max at 0.0003191 V
* Max-slew headroom at 41.75%
* Antenna violations before repair at 0
* CP Cell Sequence: buf_4, mux4_2, a22oi_1, nand2_1, clkdlybuf4s50_1
* Final setup viols at 0
* Crit share post-route at 88.04%
* Worst path bufs/invs at 2
* Share of cells above drive strength 1 at 23.94%
* Warnings from Yosys at 1
* First-pass GRT wire length at 15120 um
* WS Path Type: flip-flop to output pin
* CTS tree: done
* FP Util at 30.67%
* Hold path cells at 1
* CORE AREA at 16520 um^2
* Post-synth seq share at 77.43%
* DR iter-0 viols at 209
* Crit start category: flip-flop
* Min-Delay Startpoint: address[3]
* Status: finished clean
* Worst path slowest cell: mux4_2
* Detail Placement HPWL at 6283 um
* Register bank with the most flops: ram
* Max clock buf depth at 2
* Height of the die at 132.0 um
* Area growth, synth to finish at 22.22%
* Final min period at 3.345 ns
* Via/cell ratio at 4.754
* Mapped cell area at 5067 um^2
* Hold slack at 0.9521 ns
* Max FO, Critical Path at 13
* Total GRT Usage at 12.66%
* Final cell utilization of the core at 37.48%
* Routed wire length at 9768 um
* H-tree depth at 4
==> Yosys cell counts <==
cell type        number  area share [%]
edfxtp_1            128              76
mux4_2               18             8.0
a22oi_1              16             2.4
mux4_1               14             7.3
nor2_1               13            0.96
nand2_1               9            0.67
dfxtp_1               4             1.6
nor3_1                4            0.40
buf_2                 3            0.30
buf_6                 3            0.67
clkdlybuf4s25_2       3            0.59
nand2b_1              2            0.25
nand3b_1              2            0.30
and2_1                1            0.12
and2b_1               1            0.15
buf_4                 1            0.15
nand3_1               1           0.099
nor2b_1               1            0.12
or3b_2                1            0.17
==> cell families after synthesis <==
logic type / after synthesis / synth area share, %
AND/OR/NAND/NOR: 35 / 3.235
multiplexers: 32 / 15.26
flip-flops: 132 / 77.43
buffers and inverters: 10 / 1.704
AND-OR/OR-AND: 16 / 2.370
==> layout by cell type (no fill, tap or decap), types with 2 or more instances in the layout <==
cell type,synthesis,routed
inv_6,0,3
nand3b_1,2,2
mux4_2,18,18
nor3_1,4,4
nor2_1,13,13
clkdlybuf4s50_1,0,21
nand2_1,9,9
clkinvlp_4,0,3
clkbuf_16,0,17
clkinv_2,0,3
a22oi_1,16,16
bufinv_16,0,3
mux4_1,14,14
edfxtp_1,128,128
clkinv_4,0,3
dfxtp_1,4,3
nand2b_1,2,2
buf_4,1,16
==> per-stage QoR <==
| stage | setup slack (ns) | cells | total power [mW] | area, um^2 |
|---|---|---|---|---|
| after global routing | 0.2738 | 504 | 3.535 | 6193 |
| after floorplan | 1.547 | 225 | 1.746 | 5067 |
| after detailed placement | 0.8648 | 472 | 1.830 | 5588 |
| after CTS | 0.3953 | 504 | 3.463 | 6193 |
| final | 0.4546 | 504 | 3.430 | 6193 |
| after global placement | 0.8559 | 472 | 1.828 | 5588 |
==> cell type report <==
cell class | count | area [um^2]
fill | 1450 | 10330
multi-input combinational | 83 | 1057
sequential | 132 | 3925
timing repair buffer | 37 | 330.3
tap | 220 | 275.3
clock buffer | 17 | 425.4
clock inverter | 15 | 180.2
==> power breakdown <==
group          leakage, nW  total (mW)  internal [mW]  switching [mW]
clock                0.290        1.63           1.04           0.596
sequential            1.19        1.64           1.63         0.00861
combinational        0.536       0.162         0.0781          0.0837
total                 2.02        3.43           2.74           0.688
==> how the worst max path moves through the flow <==
stage	end	startpoint	cells after the start	slack, ns
finish	data_out[7]	flip-flop	5	0.45
CTS	data_out[7]	flip-flop	5	0.40
global route	data_out[7]	flip-flop	5	0.27
==> routing by layer <==
layer / global-route usage (%) / wire, um / vias up
met1: 18.18 / 3940 / 1207
met5: 0 / 0 / -
met2: 18.08 / 4522 / 122
met4: 1.680 / 119 / 0
met3: 7.578 / 1187 / 8
li1: - / - / 1059
No activity file was given, so power comes from the tool's default toggle rates.
